### ./config.mk
export PLATFORM = sky130hd
export DESIGN_NAME = TOP_UART
export DESIGN_NICKNAME = TOP_UART
export VERILOG_FILES = /design/flow/design.v
export SDC_FILE = /design/flow/constraint.sdc
export NUM_CORES = 4
export LEC_CHECK = 1
export CORE_UTILIZATION = 30
### ./constraint.sdc
current_design TOP_UART

set clk_period 3.6
set clk_io_pct 0.2

create_clock -name clk0 -period $clk_period [get_ports {clk}]

set non_clock_inputs [all_inputs -no_clocks]
set_input_delay [expr $clk_period * $clk_io_pct] -clock clk0 $non_clock_inputs
set_output_delay [expr $clk_period * $clk_io_pct] -clock clk0 [all_outputs]
### ./design.v
`timescale 1ns / 1ps
module TOP_UART (
    input clk,
    input reset,
    input rx,
    input tx_start,
    input [7:0] tx_data,
    output tx_done,
    output [7:0] rx_data,
    output rx_done,
    output tx
);
    wire w_rx_done;
    wire [7:0] w_rx_data;
    uart U_UART(
        .clk(clk),
        .reset(reset),
        .btn_start(tx_start),
        .tx_data_in(tx_data),
        .tx_done(tx_done),
        .tx(tx),
        .rx(rx),
        .rx_done(rx_done),
        .rx_data(rx_data)
    );
endmodule
module uart(
    input clk,
    input reset,
    input btn_start,
    input [7:0] tx_data_in,
    output tx_done,
    output tx,
    input rx,
    output rx_done,
    output [7:0] rx_data
);
    wire w_tick;
    baud_tick_gen U_BAUD_Tick_Gen(
        .clk(clk),
        .reset(reset),
        .baud_tick(w_tick)
    );
    uart_tx U_UART_TX(
        .clk(clk),
        .reset(reset),
        .tick(w_tick),
        .start_trigger(btn_start),
        .data_in(tx_data_in),
        .o_tx_done(tx_done),
        .o_tx(tx)
    );
    uart_rx U_UART_RX(
            .clk(clk),
            .reset(reset),
            .tick(w_tick),
            .rx(rx),
            .rx_done(rx_done),
            .rx_data(rx_data)
        );
endmodule
module baud_tick_gen(
    input clk,
    input reset,
    output baud_tick
);
    parameter BAUD_RATE = 9600;  
    localparam BAUD_COUNT = 100_000_000 /  BAUD_RATE / 16;   
    reg [$clog2(BAUD_COUNT)-1:0] count_reg, count_next;
    reg tick_reg, tick_next;
    assign baud_tick = tick_reg;
    always @(posedge clk, posedge reset) begin
        if (reset) begin
            count_reg <= 0;
            tick_reg <= 0;
        end else begin
            count_reg <= count_next;
            tick_reg <= tick_next;
        end
    end
    always @(*) begin
        count_next = count_reg;
        tick_next = tick_reg;
        if (count_reg == BAUD_COUNT - 1) begin
            count_next = 0;
            tick_next = 1'b1;
        end else begin
            count_next = count_reg + 1;
            tick_next = 1'b0;
        end
    end
endmodule
module uart_rx (
    input clk,
    input reset, 
    input tick,
    input rx,
    output rx_done,
    output [7:0] rx_data
);
    localparam IDLE = 0, START = 1, DATA = 2, STOP = 3;
    reg [1:0] state, next;
    reg rx_done_reg, rx_done_next;
    reg [2:0] bit_count_reg, bit_count_next;
    reg [4:0] tick_count_reg, tick_count_next;
    reg [7:0] rx_data_reg, rx_data_next;
    assign rx_done = rx_done_reg;
    assign rx_data = rx_data_reg;
    always @(posedge clk, posedge reset) begin
        if (reset) begin
            state <= 0;
            rx_done_reg <= 0; 
            rx_data_reg <= 0;
            bit_count_reg <= 0;
            tick_count_reg <= 0;  
        end
        else begin
            state <= next;
            rx_done_reg <= rx_done_next;
            rx_data_reg <= rx_data_next;
            bit_count_reg <= bit_count_next;
            tick_count_reg <= tick_count_next;
        end
    end
    always @(*) begin
        next = state;
        tick_count_next = tick_count_reg;
        bit_count_next = bit_count_reg;
        rx_data_next = rx_data_reg;
        rx_done_next = rx_done_reg;
        rx_done_next = 1'b0;
        case (state)
            IDLE: begin
                tick_count_next = 0;
                bit_count_next = 0;
                rx_done_next = 1'b0;
                if (rx == 1'b0) begin
                    next = START;
                end
            end
            START: begin
                if (tick == 1'b1) begin
                    if (tick_count_reg == 7) begin
                        next = DATA;
                        tick_count_next = 0;
                    end
                    else begin
                        tick_count_next = tick_count_reg + 1;
                    end
                end
            end
            DATA: begin
                if (tick == 1'b1) begin
                    if (tick_count_reg == 15) begin
                        rx_data_next[bit_count_reg] = rx;        
                        if (bit_count_reg == 7) begin
                            next = STOP;
                            tick_count_next = 0;
                            bit_count_next = 0;
                        end
                        else begin
                            next = DATA;
                            bit_count_next = bit_count_reg + 1;
                            tick_count_next = 0;
                        end
                    end
                    else begin
                        tick_count_next = tick_count_reg + 1;
                    end
                end
            end
            STOP: begin
                if (tick == 1'b1) begin
                    if (tick_count_reg == 23) begin
                        next = IDLE;
                        rx_done_next = 1'b1;
                    end
                    else begin
                        tick_count_next = tick_count_reg + 1;
                    end
                end
            end
        endcase
    end
endmodule
module uart_tx(
    input clk,
    input reset,
    input tick,
    input start_trigger,
    input [7:0] data_in,
    output o_tx_done,
    output o_tx
);
    parameter IDLE = 0, SEND = 1, START = 2, DATA = 3, STOP = 4;
    reg [2:0] state, next;
    reg tx_reg, tx_next;
    reg tx_done_reg, tx_done_next;
    reg [2:0] bit_count_reg, bit_count_next;
    reg [3:0] tick_count_reg, tick_count_next;
    assign o_tx_done = tx_done_reg;
    assign o_tx = tx_reg;
    reg [7:0] temp_data_reg, temp_data_next;
    always @(posedge clk, posedge reset) begin
        if (reset) begin
            state <= 0;
            tx_reg <= 1'b1;  
            tx_done_reg <= 0;
            bit_count_reg <= 0;
            tick_count_reg <= 0;
            temp_data_reg <= 0;
        end else begin
            state <= next;
            tx_reg <= tx_next;
            tx_done_reg <= tx_done_next;
            bit_count_reg <= bit_count_next;
            tick_count_reg <= tick_count_next;
            temp_data_reg <= temp_data_next;
        end
    end
    always @(*) begin
        next = state;
        tx_next = tx_reg;
        tx_done_next = tx_done_reg;
        bit_count_next = bit_count_reg;
        tick_count_next = tick_count_reg;
        temp_data_next = temp_data_reg;
        case (state)
            IDLE: begin
                tx_next = 1'b1;
                tx_done_next = 1'b0;
                tick_count_next = 4'h0;
                if (start_trigger) begin
                    next = START;
                    temp_data_next = data_in;
                end
            end
            SEND: begin
                if (tick) begin
                    next = START;
                end
            end
            START: begin
                tx_next = 1'b0;  
                tx_done_next = 1'b1;  
                if (tick) begin
                    if (tick_count_reg == 15) begin
                        next = DATA;
                        tick_count_next = 1'b0;
                        bit_count_next = 1'b0;
                    end else begin
                        tick_count_next = tick_count_reg + 1;
                    end
                end
            end
            DATA: begin
                tx_next = temp_data_reg[bit_count_reg];  
                if (tick) begin
                    if (tick_count_reg == 15) begin
                        tick_count_next = 0; 
                        if (bit_count_reg == 7) begin
                            next = STOP;
                            bit_count_next = 0; 
                        end else begin
                            next = DATA;
                            bit_count_next = bit_count_reg + 1;
                        end
                    end else begin
                        tick_count_next = tick_count_reg + 1;
                    end
                end
            end
            STOP: begin
                tx_next = 1'b1;
                if (tick) begin
                    if (tick_count_reg == 15) begin
                        next = IDLE;
                    end else begin
                        tick_count_next = tick_count_reg + 1;
                    end
                end
            end 
        endcase
    end
endmodule
### ./run.sh
#!/bin/bash
# OpenROAD 26Q1-2900-gdf79404cd8, Yosys 0.63+post, stock flow scripts
make -C /OpenROAD-flow-scripts/flow DESIGN_CONFIG=/design/flow/config.mk WORK_HOME=/design/flow/orfs finish
==> flow_summary_export.csv <==
group,metric,value,unit
status,status,"finished clean",
final_timing,hold_viol,0,
place,dp_hpwl,3257,microns
routing,vias_per_cell,5.043,
place,io_buffers,22,
die,die_area,0.009192,sq mm
routing,initialDrtViolationCount,115,
routing,firstDrtPassIters,4,
routing,num_vias,1881,
routing,wl,4521,microns
grt,antenna_found_initial,0,
final_timing,slew_headroom,0.6292,
final_layout,largest_reg_flops,10,
final_layout,final_cell_mix,"dfrtp_1 (50), nand2_1 (26), o21ai_0 (24), clkdlybuf4s50_1 (22), nor2_1 (13)",
clock_tree,hold_buffers,0,
final_layout,stdcell_count,373,
final_timing,fin_crit,2.029,ns
die,die_w,95.88,microns
setup_path,cp_slowest_stage_delay,0.56,ns
place,dp.cells,365,
final_timing,drv_slew,0,
synthesis,synth_flops,53,
die,core,0.008382,sq mm
setup_path,end_kind,"output port",
power_and_ir_drop,total_leakage_power,1.249,nW
final_timing,fin_crit_sh,0.5636,
setup_path,start_kind,"flop",
die,rows,33,
synthesis,ys_cells,243,
synthesis,yosysWarnings,3,
grt,grt_max_degree,29,
job,maxCapViolCount,0,
final_layout,lay_top_count,"dfrtp_1",
power_and_ir_drop,power_density,319.0,mW/mm^2
routing,ant_nets,0,
clock_tree,clkTransAtPathRegs,0.09,ns
synthesis,synth_seq_share,0.5031,
setup_path,crit_arrival,1.31,ns
power_and_ir_drop,vdd_drop_max,167.4,uV
final_layout,drive_gt1_frac,0.1157,
final_timing,rsz0062_at_grt,"no",
synthesis,edf_count,0,
final_timing,fin_worst_hold_slack,0.4993,ns
synthesis,synth_cells,243,
synthesis,synthArstFlopShare,1.000,
die,die_y,95.88,microns
grt,grt_pass1_vias,1781,
routing,wl_per_cell,12.12,microns
routing,antenna_cells,0,
clock_tree,cts_resized,0,
place,gp_congestion,0.7850,
die,ioPinCount,23,
clock_tree,htreeDepth,2,
grt,grt_overflow,0,
routing,drc,0,
job,warnings,29,
setup_path,cpLargestDelayFamily,"flip-flops",
setup_path,worstPathCellList,"clkdlybuf4s50_1",
final_timing,worstMarginPinSlew,0.5554,ns
synthesis,avgSynthCellArea,10.88,sq um
die,initCoreUtil,0.3154,
synthesis,synth-area-yosys,0.002644,sq mm
clock_tree,post-cts-setup-buffer-count,0,
synthesis,synth_cell_types,51,
place,dp_slack,1.610,ns
clock_tree,cts_tree,"done",
final_timing,tns,0,ns
final_layout,syn_to_final_growth,15.85,%
clock_tree,root_buffer,"clkbuf_8",
clock_tree,ctsLongestPathBuffers,2,
final_layout,fillers,816,
synthesis,syn_area,0.002644,sq mm
final_timing,fin_ws,1.571,ns
clock_tree,insertion_delay,0.30,ns
setup_path,cp_data_required_time,2.88,ns
final_timing,finalClockSkew,0.01378,ns
final_layout,postLayoutCoreUtil,0.3654,
setup_path,critPathBufInv,1,
clock_tree,cts_sinks,53,
clock_tree,cts_buffers,5,
hold_path,hold_class,"flop to flop",
setup_path,crit_type,"flop to output port",
grt,grt_use_total,0.1126,
final_timing,setup_viol,0,
grt,grt_pass1_wl,8093,microns
setup_path,crit_slowest_cell,"dfstp_2",
setup_path,cp_max_fo,2,
final_timing,max_freq,0.4929,GHz
synthesis,ff_type,"dfrtp_1",
## metal layers
| metal | track usage | wire [microns] | part of all wire | vias up |
|---|---|---|---|---|
| li1 | - | - | - | 933 |
| met1 | 0.1741 | 2323 | 0.51 | 911 |
| met2 | 0.1750 | 1974 | 0.44 | 32 |
| met3 | 0.02008 | 165 | 0.036 | 5 |
| met4 | 0.01493 | 57 | 0.013 | 0 |
| met5 | 0 | 0 | 0 | - |
## Yosys cell counts, types with 2 or more instances
| cell type | n | area [sq um] |
|---|---|---|
| dfstp_2 | 3 | 78.83 |
| nor2_1 | 13 | 48.80 |
| nand3b_1 | 4 | 30.03 |
| xnor2_1 | 6 | 52.55 |
| dfrtp_1 | 50 | 1251 |
| a21oi_1 | 4 | 20.02 |
| nor3_1 | 3 | 15.01 |
| mux2_2 | 10 | 112.6 |
| a32o_1 | 3 | 30.03 |
| inv_1 | 13 | 48.80 |
| clkbuf_1 | 3 | 11.26 |
| mux4_2 | 2 | 45.04 |
| o31ai_1 | 2 | 15.01 |
| nor3b_1 | 2 | 15.01 |
| mux2_1 | 2 | 22.52 |
| nand2_1 | 26 | 97.59 |
| or3_1 | 2 | 12.51 |
| xor2_1 | 3 | 26.28 |
| nand3_1 | 11 | 55.05 |
| nand4_1 | 4 | 25.02 |
| o21ai_0 | 24 | 120.1 |
| a21o_1 | 2 | 15.01 |
| a22o_1 | 3 | 26.28 |
| buf_2 | 3 | 15.01 |
| ha_1 | 12 | 150.1 |
| and4_1 | 3 | 26.28 |
| o21ai_1 | 2 | 10.01 |
| o2111ai_1 | 4 | 35.03 |
| and3_1 | 2 | 12.51 |
## logic make-up (layout without fill, tap and decap cells)
| group | Yosys count | in the layout | synth area share |
|---|---|---|---|
| AND-OR/OR-AND | 54 | 54 | 0.1448 |
| XOR/XNOR | 9 | 9 | 0.02982 |
| multiplexers | 15 | 15 | 0.07193 |
| flip-flops | 53 | 53 | 0.5031 |
| AND/OR/NAND/NOR | 81 | 81 | 0.1652 |
| buffers and inverters | 19 | 44 | 0.02839 |
| adder cells (fa/ha/maj) | 12 | 12 | 0.05679 |
## area by class of cell
class / count / area (sq um) / area share
clock inverters: 3 / 17.52 / 0.005719
inverters: 13 / 48.80 / 0.01593
repair buffers: 23 / 227.7 / 0.07435
clock buffers: 5 / 68.82 / 0.02247
well taps: 105 / 131.4 / 0.04289
flip-flops and latches: 53 / 1330 / 0.4342
multi-input cells: 171 / 1239 / 0.4044
## path summary, 6_finish.rpt
check	from	endpoint	slack, ns	cells past startpoint
max	U_UART.U_UART_TX.tx_reg	tx	1.57	1
min	U_UART.U_UART_TX.tx_done_reg	U_UART.U_UART_TX.tx_done_reg	0.50	1
max reg2reg	U_UART.U_UART_RX.tick_count_reg[0]	U_UART.U_UART_RX.rx_data_reg[0]	1.66	5
min reg2reg	U_UART.U_UART_TX.tx_done_reg	U_UART.U_UART_TX.tx_done_reg	0.50	1
max in group asynchronous	reset	U_UART.U_UART_TX.state[0]	2.00	3
min in group asynchronous	reset	U_UART.U_UART_RX.rx_done_reg	0.78	2
## where the power goes
part	switching, W	leakage [nW]	total (W)	internal [W]
Clock	0.000188	0.0439	0.000323	0.000135
Combinational	0.0000176	0.549	0.0000426	0.0000251
Sequential	0.00000537	0.656	0.000612	0.000607
## stage by stage
step / power [W] / instance area [sq um]
detailed placement: 0.0006683 / 2977
floorplan: 0.0006446 / 2644
finish: 0.0009771 / 3063
CTS: 0.0009989 / 3063
global route: 0.001028 / 3063
global placement: 0.0006672 / 2977
Power figures rest on the tool's default switching activity, not on a simulated workload.
