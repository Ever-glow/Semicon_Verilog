$ cat run.sh
#!/bin/bash
# OpenROAD 26Q1-2900-gdf79404cd8, Yosys 0.63+post, stock flow scripts
make -C /OpenROAD-flow-scripts/flow DESIGN_CONFIG=/design/flow/config.mk WORK_HOME=/design/flow/orfs finish
$ cat config.mk
export PLATFORM = sky130hd
export DESIGN_NAME = SPI_Slave
export DESIGN_NICKNAME = SPI_Slave
export VERILOG_FILES = /design/flow/design.v
export SDC_FILE = /design/flow/constraint.sdc
export NUM_CORES = 4
export LEC_CHECK = 1
export CORE_UTILIZATION = 50
$ cat constraint.sdc
current_design SPI_Slave

set clk_period 2.5
set clk_io_pct 0.2

create_clock -name clk0 -period $clk_period [get_ports {clk}]

set non_clock_inputs [all_inputs -no_clocks]
set_input_delay [expr $clk_period * $clk_io_pct] -clock clk0 $non_clock_inputs
set_output_delay [expr $clk_period * $clk_io_pct] -clock clk0 [all_outputs]
$ cat design.v
`timescale 1ns / 1ps
module SPI_Slave (
    input  clk,
    input  resetn,
    input  SCLK,
    input  MOSI,
    output MISO,
    input  SS,
    input [15:0] sw,
    output [15:0] led
);
    wire [7:0] si_data;
    wire       si_done;
    wire [7:0] so_data;
    wire       so_start;
    wire       so_done;
    wire       first_byte_done;
    SPI_Slave_Intf U_SPI_Slave_Intf (
        .clk(clk),
        .resetn(resetn),
        .SCLK(SCLK),
        .MOSI(MOSI),
        .MISO(MISO),
        .SS(SS),
        .si_data(si_data),
        .si_done(si_done),
        .first_byte_done(first_byte_done),
        .so_data(so_data),
        .so_start(so_start),
        .so_done(so_done)
    );
    SPI_Slave_Reg U_SPI_Slave_Reg(
        .clk(clk),
        .resetn(resetn),
        .ss_n(SS),
        .si_data(si_data),
        .si_done(si_done),
        .first_byte_done(first_byte_done),
        .so_data(so_data),
        .so_start(so_start),
        .so_done(so_done),
        .sw(sw),
        .led(led)
    );
endmodule
module SPI_Slave_Intf (
    input        clk,
    input        resetn,
    input        SCLK,
    input        MOSI,
    output       MISO,
    input        SS,
    output [7:0] si_data,
    output       si_done,
    output       first_byte_done,
    input  [7:0] so_data,
    input        so_start,
    output       so_done
);
    reg sclk_sync0, sclk_sync1;
    reg ss_sync0, ss_sync1;
    reg [2:0] byte_cnt_reg, byte_cnt_next;
    always @(posedge clk, negedge resetn) begin
        if (!resetn) begin
            sclk_sync0 <= 0;
            sclk_sync1 <= 0;
            ss_sync0 <= 1'b1;
            ss_sync1 <= 1'b1;
        end else begin
            sclk_sync0 <= SCLK;
            sclk_sync1 <= sclk_sync0;
            ss_sync0 <= SS;
            ss_sync1 <= ss_sync0;
        end
    end
    wire sclk_rising = sclk_sync0 & ~sclk_sync1;
    wire sclk_falling = ~sclk_sync0 & sclk_sync1;
    wire ss_n = ss_sync1;
    localparam SI_IDLE = 0, SI_CMD = 1, SI_PHASE = 2;
    reg [1:0] si_state, si_state_next;
    reg [7:0] si_data_reg, si_data_next;
    reg [2:0] si_bit_cnt_reg, si_bit_cnt_next;
    reg si_done_reg, si_done_next;
    reg first_byte_done_reg, first_byte_done_next;
    reg [7:0] first_byte_data_reg, first_byte_data_next;
    assign si_data = si_data_reg;
    assign si_done = si_done_reg;
    assign first_byte_done = first_byte_done_reg;
    always @(posedge clk, negedge resetn) begin
        if (!resetn) begin
            si_state       <= SI_IDLE;
            si_data_reg    <= 0;
            si_bit_cnt_reg <= 0;
            si_done_reg    <= 1'b0;
            byte_cnt_reg <= 0;
            first_byte_done_reg <= 0;
            first_byte_data_reg  <= 0;
        end else begin
            si_state       <= si_state_next;
            si_data_reg    <= si_data_next;
            si_bit_cnt_reg <= si_bit_cnt_next;
            si_done_reg    <= si_done_next;
            byte_cnt_reg <= byte_cnt_next;
            first_byte_done_reg <= first_byte_done_next;
            first_byte_data_reg <= first_byte_data_next; 
        end
    end
    always @(*) begin
        si_state_next   = si_state;
        si_data_next    = si_data_reg;
        si_bit_cnt_next = si_bit_cnt_reg;
        si_done_next    = 1'b0;
        byte_cnt_next   = byte_cnt_reg;
        first_byte_done_next = first_byte_done_reg;
        first_byte_data_next = first_byte_data_reg;
        case (si_state)
            SI_IDLE: begin
                byte_cnt_next = 0;
                si_done_next = 1'b0;
                first_byte_done_next = 0;
                if (!ss_n) begin
                    si_bit_cnt_next = 0;
                    si_state_next   = SI_CMD;
                end
            end
            SI_CMD: begin
                si_done_next = 1'b0;
                first_byte_done_next = 0;
                if (!ss_n) begin
                    if (sclk_rising) begin
                        si_data_next = {si_data_reg[6:0], MOSI};
                        if (si_bit_cnt_reg == 7) begin
                            first_byte_done_next = 1;
                            si_done_next = 1'b1;
                            si_bit_cnt_next = 0;
                            si_state_next = SI_PHASE;
                        end else begin
                            si_bit_cnt_next = si_bit_cnt_reg + 1;
                        end
                    end
                end else begin
                    si_state_next = SI_IDLE;
                end
            end
            SI_PHASE: begin
                si_done_next = 1'b0;
                first_byte_done_next = 1;
                if (!ss_n) begin
                    if (sclk_rising) begin   
                        si_data_next = {si_data_reg[6:0], MOSI};
                        if (si_bit_cnt_reg == 7) begin
                            si_bit_cnt_next = 0;
                            si_done_next = 1'b1;                 
                        end else begin
                            si_bit_cnt_next = si_bit_cnt_reg + 1;
                        end
                    end
                end else begin
                    si_state_next = SI_IDLE;
                end
            end
        endcase
    end
    localparam SO_IDLE = 0, SO_PHASE = 1;
    reg so_state, so_state_next;
    reg [7:0] so_data_reg, so_data_next;
    reg [7:0] so_data_temp;
    reg [2:0] so_bit_cnt_reg, so_bit_cnt_next;
    reg so_done_reg, so_done_next;
    reg so_data_out, so_data_out_next;
    assign so_done = so_done_reg;
    assign MISO = so_data_out;
    always @(posedge clk, negedge resetn) begin
        if (!resetn) begin
            so_state       <= SO_IDLE;
            so_data_reg    <= 0;
            so_bit_cnt_reg <= 0;
            so_done_reg    <= 1'b0;
            so_data_out    <= 0;
            so_data_temp   <= 0;
        end else begin
            so_state       <= so_state_next;
            so_data_reg    <= so_data_next;
            so_bit_cnt_reg <= so_bit_cnt_next;
            so_done_reg    <= so_done_next;
            so_data_out    <= so_data_out_next;
        end
    end
    always @(*) begin
        so_state_next    = so_state;
        so_data_next     = so_data_reg;
        so_bit_cnt_next  = so_bit_cnt_reg;
        so_done_next     = so_done_reg;
        so_data_out_next = so_data_out;
        case (so_state)
            SO_IDLE: begin
                so_done_next = 1'b0;
                if (!ss_n & so_start) begin
                    so_bit_cnt_next = 0;
                    so_state_next   = SO_PHASE;
                    so_data_next = so_data;
                end
            end
            SO_PHASE: begin
                so_done_next = 1'b0;
                if (!ss_n & so_start) begin
                    if (sclk_falling) begin   
                        so_data_next      = {so_data_reg[6:0], 1'b0};
                        so_data_out_next  = so_data_reg[7];
                        if (so_bit_cnt_reg == 7) begin
                            so_bit_cnt_next = 0;
                            so_done_next    = 1'b1;
                        end else begin
                            so_bit_cnt_next = so_bit_cnt_reg + 1;
                        end
                    end
                end else begin
                    so_state_next = SO_IDLE;
                end
            end
        endcase
    end
endmodule
module SPI_Slave_Reg (
    input            clk,
    input            resetn,
    input            ss_n,
    input      [7:0] si_data,
    input            si_done,
    input            first_byte_done,
    output     [7:0] so_data,
    output           so_start,
    input            so_done,
    input [15:0] sw,
    output [15:0] led
);
    localparam IDLE = 0, ADDR_PHASE = 1, WRITE_PHASE = 2, READ_PHASE = 3;
    reg [7:0] slv_reg0, slv_reg1, slv_reg2, slv_reg3;
    reg [7:0] slv_reg0_next, slv_reg1_next, slv_reg2_next, slv_reg3_next;
    reg [1:0] state, state_next;
    reg [1:0] addr_reg, addr_next;
    reg so_start_reg, so_start_next;
    reg [7:0] so_data_reg, so_data_next;
    assign so_start = so_start_reg;
    assign so_data  = so_data_reg;
    assign led = {slv_reg1, slv_reg0};
    always @(posedge clk, negedge resetn) begin
        if (!resetn) begin
            state        <= IDLE;
            addr_reg     <= 0;
            so_start_reg <= 1'b0;
            so_data_reg  <= 0;
            slv_reg0     <= 0;
            slv_reg1     <= 0;
            slv_reg2     <= 0;
            slv_reg3     <= 0;
        end else begin
            state        <= state_next;
            addr_reg     <= addr_next;
            so_start_reg <= so_start_next;
            so_data_reg  <= so_data_next;
            slv_reg0     <= slv_reg0_next;
            slv_reg1     <= slv_reg1_next;
            slv_reg2     <= slv_reg2_next;
            slv_reg3     <= slv_reg3_next;
        end
    end
    always @(*) begin
        state_next    = state;
        addr_next     = addr_reg;
        so_start_next = so_start_reg;
        so_data_next  = so_data_reg;
        slv_reg0_next = slv_reg0;
        slv_reg1_next = slv_reg1;
        slv_reg2_next = slv_reg2;
        slv_reg3_next = slv_reg3;
        case (state)
            IDLE: begin
                so_start_next = 1'b0;
                addr_next  = 0;
                if (!ss_n) begin
                    state_next = ADDR_PHASE;
                end
            end
            ADDR_PHASE: begin
                if (!ss_n) begin
                    if (si_done) begin
                        addr_next = si_data[1:0];
                        if (first_byte_done) begin
                            if (si_data[7]) begin
                                state_next = WRITE_PHASE;
                            end
                            else begin
                                state_next = READ_PHASE;
                            end
                        end
                    end
                end else begin
                    state_next = IDLE;
                end
            end
            WRITE_PHASE: begin
                if (!ss_n) begin
                    if (si_done && first_byte_done) begin
                        case (addr_reg)
                            2'd0: slv_reg0_next = si_data;
                            2'd1: slv_reg1_next = si_data;
                            2'd2: slv_reg2_next = si_data;
                            2'd3: slv_reg3_next = si_data;
                        endcase
                        if (addr_reg == 2'd3) begin
                            addr_next = 0;
                        end else begin
                            addr_next = addr_reg + 1;
                        end
                    end
                end else begin
                    state_next = IDLE;
                end
            end
            READ_PHASE: begin
                if (!ss_n) begin
                    so_start_next = 1'b1;
                    case (addr_reg)
                        2'd0: so_data_next = slv_reg0;
                        2'd1: so_data_next = slv_reg1;
                        2'd2: so_data_next = slv_reg2;
                        2'd3: so_data_next = slv_reg3;
                    endcase
                    if (so_done) begin
                        so_start_next = 1'b0;
                        if (addr_reg == 2'd3) begin
                            addr_next = 0;
                        end else begin
                            addr_next = addr_reg + 1;
                        end
                    end
                end else begin
                    state_next = IDLE;
                end
            end
        endcase
    end
endmodule
==> flow_summary.html <==
<p>Metrics extracted from the flow reports.</p>
<table>
<tr><th>Metric</th><th>Value</th></tr>
<tr><th colspan="2">Worst setup path</th></tr>
<tr><td>Buffer and inverter count on the worst path</td><td>2</td></tr>
<tr><td>Worst Path Arrival</td><td>~2300 ps</td></tr>
<tr><td>Kind of end point of the critical path</td><td>flop</td></tr>
<tr><td>Critical setup path kind</td><td>in2reg</td></tr>
<tr><td>Critical R2R Capture</td><td>U_SPI_Slave_Reg.slv_reg3[7]</td></tr>
<tr><td>Reg2reg setup slack</td><td>roughly 550 ps</td></tr>
<tr><td>Cell type of the slowest stage on the worst timing path</td><td>sky130_fd_sc_hd__a2111o_4</td></tr>
<tr><td>Sort of element at the start of the critical path</td><td>input pin</td></tr>
<tr><td>Crit-path max FO</td><td>7</td></tr>
<tr><td>Biggest cell delay along the critical path</td><td>570 ps</td></tr>
<tr><td>Cell-by-cell trace of the critical path</td><td>clkdlybuf4s50_1, nand3b_4, a2111o_4, a21oi_4, buf_12, mux2_2</td></tr>
<tr><td>Endpoint required time on the critical path</td><td>2730 ps</td></tr>
<tr><td>Startpoint of the most critical register-to-register path</td><td>U_SPI_Slave_Reg.state[1]</td></tr>
<tr><td>Largest delay share family, worst path</td><td>AND-OR/OR-AND gates</td></tr>
<tr><td>Worst-case reg-to-reg path depth</td><td>4</td></tr>
<tr><th colspan="2">Clocking</th></tr>
<tr><td>CTS root buffer</td><td>sky130_fd_sc_hd__clkbuf_8</td></tr>
<tr><td>Clock sink total</td><td>approximately 80</td></tr>
<tr><td>H-tree levels</td><td>3</td></tr>
<tr><td>Total setup buffers inserted after CTS</td><td>0</td></tr>
<tr><td>Hold buffers post-CTS</td><td>0</td></tr>
<tr><td>Clock insertion delay at the later pin of the skew report</td><td>between 300 and 400 ps</td></tr>
<tr><td>Clock-pin slew on the worst setup and hold paths</td><td>80 ps</td></tr>
<tr><td>TritonCTS clock tree</td><td>yes</td></tr>
<tr><td>Post-cts resize count</td><td>0</td></tr>
<tr><td>Clock buffer depth</td><td>2</td></tr>
<tr><td>Cts bufs inserted</td><td>9</td></tr>
<tr><th colspan="2">Floorplan</th></tr>
<tr><td>Area of the chip</td><td>~7300 µm²</td></tr>
<tr><td>Number of ports placed on the die boundary</td><td>38</td></tr>
<tr><td>Chip width</td><td>85.47 µm</td></tr>
<tr><td>Vertical die size</td><td>85.47 µm</td></tr>
<tr><td>Pre-placement core utilization</td><td>0.5156</td></tr>
<tr><td>Placeable core region</td><td>6756 µm²</td></tr>
<tr><td>Row cnt</td><td>30</td></tr>
<tr><th colspan="2">Drt</th></tr>
<tr><td>Antenna cell count</td><td>0</td></tr>
<tr><td>Number of detailed-route iterations in the first pass</td><td>7</td></tr>
<tr><td>Detailed Route Iter0 Violations</td><td>~110</td></tr>
<tr><td>Total number of vias</td><td>2110</td></tr>
<tr><td>Per-cell routed wire length</td><td>16.33 µm</td></tr>
<tr><td>Vias per std cell</td><td>5.481</td></tr>
<tr><td>Post-DRT Antenna Nets</td><td>0</td></tr>
<tr><td>Routed WL</td><td>6286 µm</td></tr>
<tr><td>Number of DRC violations after detailed routing</td><td>0</td></tr>
<tr><th colspan="2">Final layout</th></tr>
<tr><td>Area taken by flip-flops and latches</td><td>2006 µm²</td></tr>
<tr><td>Synth-to-Final Area Change</td><td>18.57%</td></tr>
<tr><td>Layout cells sized above 1</td><td>0.2623</td></tr>
<tr><td>Final instance count without filler cells</td><td>385</td></tr>
<tr><td>Post-route cell area</td><td>4130 µm²</td></tr>
<tr><td>Footprint of the multi-input gates</td><td>1389 µm²</td></tr>
<tr><td>Final-layout fill cell count</td><td>533</td></tr>
<tr><th colspan="2">Final timing</th></tr>
<tr><td>Remaining max-slew budget at the tightest pin</td><td>0.5406</td></tr>
<tr><td>Unrepaired setup endpoints after global routing</td><td>no</td></tr>
<tr><td>Fin crit share</td><td>0.8268</td></tr>
<tr><td>Max Clk Rate</td><td>a little under 500 MHz</td></tr>
<tr><td>Setup violation total in the final timing report</td><td>0</td></tr>
<tr><td>Final worst setup slack</td><td>433.0 ps</td></tr>
<tr><td>Final number of max-transition violations</td><td>0</td></tr>
<tr><td>Summed negative setup slack over all endpoints</td><td>0 ps</td></tr>
<tr><td>Min Tclk post-route</td><td>2067 ps</td></tr>
<tr><td>Setup clock skew after layout</td><td>4.483 ps</td></tr>
<tr><td>Worst slew pin tran</td><td>around 690 ps</td></tr>
<tr><td>Final Hold Vio Count</td><td>0</td></tr>
<tr><th colspan="2">Synth</th></tr>
<tr><td>Number of warnings printed during yosys synthesis</td><td>2</td></tr>
<tr><td>Largest type area fraction</td><td>0.5532</td></tr>
<tr><td>Sequential fraction of the synthesis area</td><td>0.5758</td></tr>
<tr><td>Leading area contributor after synthesis</td><td>sky130_fd_sc_hd__dfrtp_1</td></tr>
<tr><td>Cell area leaders</td><td>sky130_fd_sc_hd__dfrtp_1 (55%), sky130_fd_sc_hd__mux2_2 (13%), sky130_fd_sc_hd__ha_1 (4.0%)</td></tr>
<tr><td>Post-Synthesis Mean Instance Area</td><td>13.05 µm²</td></tr>
<tr><td>Post-synthesis register bit count</td><td>roughly 80</td></tr>
<tr><td>Async SR Flop Fraction</td><td>1.000</td></tr>
<tr><td>Top FF cell, synth</td><td>sky130_fd_sc_hd__dfrtp_1</td></tr>
<tr><td>Yosys synthesis chip area</td><td>3483 µm²</td></tr>
<tr><td>Post-synthesis instance area</td><td>3483 µm²</td></tr>
<tr><td>Yosys Instances</td><td>267</td></tr>
<tr><td>Yosys cell types</td><td>36</td></tr>
<tr><td>Cells after synthesis</td><td>267</td></tr>
<tr><td>Post-synth EDFFs</td><td>0</td></tr>
<tr><th colspan="2">GRT</th></tr>
<tr><td>Via count of the first global-routing pass</td><td>roughly 2100</td></tr>
<tr><td>Final global-route overflow total</td><td>0</td></tr>
<tr><td>Pin count of the biggest net entering global routing</td><td>58</td></tr>
<tr><td>Global-route wire length before repair</td><td>10890 µm</td></tr>
<tr><td>Number of antenna violations at the first check in global routing</td><td>0</td></tr>
<tr><td>Gr usage total</td><td>0.2055</td></tr>
<tr><th colspan="2">Place</th></tr>
<tr><td>Pre-CTS setup slack</td><td>75.83 ps</td></tr>
<tr><td>Gpl congestion</td><td>0.7752</td></tr>
<tr><td>IO Port Bufs</td><td>21</td></tr>
<tr><td>DP Wirelength</td><td>between 4000 and 5000 µm</td></tr>
<tr><td>Instance area after placement</td><td>3876 µm²</td></tr>
<tr><td>Placed insts</td><td>~370</td></tr>
<tr><th colspan="2">Run status</th></tr>
<tr><td>Status</td><td>finished clean</td></tr>
<tr><th colspan="2">Min path</th></tr>
<tr><td>Worst hold path type</td><td>in2async</td></tr>
<tr><th colspan="2">Flow run</th></tr>
<tr><td>Total of max-cap violations</td><td>0</td></tr>
<tr><td>OpenROAD warnings</td><td>47</td></tr>
<tr><th colspan="2">Pwr</th></tr>
<tr><td>Power per standard cell area</td><td>775.4 nW/µm²</td></tr>
<tr><td>Static Leak</td><td>1.955 nW</td></tr>
<tr><td>Worst vdd ir</td><td>between 0.0005 and 0.0006 V</td></tr>
</table>
worst register-to-register path: stages (launching register included):
cell                       delay (ps)
sky130_fd_sc_hd__dfrtp_1          590
sky130_fd_sc_hd__a2111o_4         610
sky130_fd_sc_hd__a21oi_4          180
sky130_fd_sc_hd__buf_12           140
sky130_fd_sc_hd__mux2_2           330
worst max path at each step:
stage / from / end / depth (start not counted)
CTS: SS / U_SPI_Slave_Reg.slv_reg3[1] / 6
global route: SS / U_SPI_Slave_Reg.slv_reg3[2] / 6
finish: SS / U_SPI_Slave_Reg.slv_reg3[7] / 6
area by class of cell:
type / instances / area share
Sequential cell: 80 / 0.4856
Multi-Input combinational cell: 166 / 0.3363
Timing Repair Buffer: 32 / 0.08240
Clock buffer: 11 / 0.03666
Clock inverter: 5 / 0.02484
Tap cell: 80 / 0.02424
Inverter: 11 / 0.009997
layer usage:
metal	global-route usage	part of all wire
met5	0	0
met3	0.06219	0.050
met4	0.01515	0.0072
met2	0.3025	0.46
met1	0.3395	0.48
cells in the final DEF, fill, tap and decap left out, drive strengths merged, types with 2 or more instances in the layout:
cell | netlist | final
dfrtp | 77 | 77
a222oi | 8 | 8
a21o | 9 | 9
clkbuf | 5 | 11
mux2i | 9 | 9
nor2 | 20 | 20
nand3 | 2 | 2
bufinv | 0 | 3
inv | 10 | 10
buf | 5 | 12
or2 | 2 | 2
nor3 | 2 | 2
nor2b | 4 | 4
a22o | 4 | 4
a211oi | 8 | 8
clkinv | 1 | 2
o21ai | 13 | 13
dfstp | 3 | 3
mux2 | 43 | 43
ha | 11 | 11
clkdlybuf4s50 | 0 | 20
a21oi | 9 | 9
nand2 | 12 | 12
Yosys cell counts, types with 3 or more instances:
cell type	n
sky130_fd_sc_hd__a211oi_1	8
sky130_fd_sc_hd__a21oi_4	4
sky130_fd_sc_hd__clkbuf_1	5
sky130_fd_sc_hd__a21o_1	9
sky130_fd_sc_hd__a21oi_1	5
sky130_fd_sc_hd__nor2b_1	4
sky130_fd_sc_hd__dfstp_2	3
sky130_fd_sc_hd__nand2_1	12
sky130_fd_sc_hd__nor2_1	20
sky130_fd_sc_hd__dfrtp_1	77
sky130_fd_sc_hd__mux2i_1	9
sky130_fd_sc_hd__a222oi_1	8
sky130_fd_sc_hd__inv_1	10
sky130_fd_sc_hd__a22o_1	4
sky130_fd_sc_hd__o21ai_0	12
sky130_fd_sc_hd__ha_1	11
sky130_fd_sc_hd__mux2_2	41
power by group:
part	switching, W	internal, W	total, W
Combinational	0.000186	0.000266	0.000452
Sequential	0.000130	0.00146	0.00159
Clock	0.000448	0.000716	0.00116
Total	0.000764	0.00244	0.00320
logic make-up (layout without fill, tap and decap cells):
family / count (synthesis) / after routing / synth area share
AND/OR/NAND/NOR: 47 / 47 / 0.06430
buffers and inverters: 21 / 59 / 0.02550
flip-flops: 80 / 80 / 0.5758
multiplexers: 52 / 52 / 0.1649
adder cells (fa/ha/maj): 11 / 11 / 0.03951
AND-OR/OR-AND: 56 / 56 / 0.1300
metrics by stage:
stage	hold slack [ps]	power, W	util
floorplan	204.4	0.001838	-
global placement	384.0	0.002059	0.5737
detailed placement	382.9	0.002069	0.5737
CTS	218.9	0.003248	0.6113
global route	241.6	0.003377	0.6113
finish	198.3	0.003203	0.6113
Power and IR drop assume default switching activity.
